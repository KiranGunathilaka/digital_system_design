File: design.v
`timescale 1ns / 1ps
module adder_8bit(
	input logic [7:0] a,
	input logic [7:0] b,
	input logic c_in,
	output logic [7:0] sum,
	output logic c_out
);
	assign {c_out, sum} = a + b + c_in;
endmodule
`timescale 1ns / 1ps
module pipelined_adder_32bit (
    input logic clk,
    input logic reset,
    input logic [31:0] num_a,
    input logic [31:0] num_b,
    input logic Cin,
    output logic [31:0] sum,
    output logic Cout
);
  logic [31:0] num_a_4;
  logic [31:0] num_b_4;
  logic [23:0] num_a_3;
  logic [23:0] num_b_3;
  logic [15:0] num_a_2;
  logic [15:0] num_b_2;
  logic [ 7:0] num_a_1;
  logic [ 7:0] num_b_1;
  logic [31:0] sum4;
  logic [23:0] sum3;
  logic [15:0] sum2;
  logic [ 7:0] sum1;
  logic c_in1, c_in2, c_in3, c_in4;
  logic [7:0] sum1_w, sum2_w, sum3_w, sum4_w;
  logic c_out1_w, c_out2_w, c_out3_w, c_out4_w;
  adder_8bit adder_1 (
      .a    (num_a_1),
      .b    (num_b_1),
      .c_in (c_in1),
      .sum  (sum1_w),
      .c_out(c_out1_w)
  );
  adder_8bit adder_2 (
      .a    (num_a_2[15:8]),
      .b    (num_b_2[15:8]),
      .c_in (c_in2),
      .sum  (sum2_w),
      .c_out(c_out2_w)
  );
  adder_8bit adder_3 (
      .a    (num_a_3[23:16]),
      .b    (num_b_3[23:16]),
      .c_in (c_in3),
      .sum  (sum3_w),
      .c_out(c_out3_w)
  );
  adder_8bit adder_4 (
      .a    (num_a_4[31:24]),
      .b    (num_b_4[31:24]),
      .c_in (c_in4),
      .sum  (sum4_w),
      .c_out(c_out4_w)
  );
  always_ff @(posedge clk) begin
    if (reset) begin
      num_a_4 <= '0;
      num_a_3 <= '0;
      num_a_2 <= '0;
      num_a_1 <= '0;
      num_b_4 <= '0;
      num_b_3 <= '0;
      num_b_2 <= '0;
      num_b_1 <= '0;
      c_in1 <= '0;
      c_in2 <= '0;
      c_in3 <= '0;
      c_in4 <= '0;
      sum1 <= '0;
      sum2 <= '0;
      sum3 <= '0;
      sum4 <= '0;
    end else begin
      sum1 <= sum1_w;
      sum2[15:8] <= sum2_w;  
      sum2[7:0] <= sum1;  
      sum3[23:16] <= sum3_w; 
      sum3[15:0] <= sum2;
      sum4[31:24] <= sum4_w; 
      sum4[23:0] <= sum3;
      num_a_1 <= num_a[7:0];
      num_b_1 <= num_b[7:0];
      num_a_2 <= {num_a_2[7:0], num_a[15:8]};
      num_b_2 <= {num_b_2[7:0], num_b[15:8]};
      num_a_3 <= {num_a_3[15:8], num_a_3[7:0], num_a[23:16]};
      num_b_3 <= {num_b_3[15:8], num_b_3[7:0], num_b[23:16]};
      num_a_4 <= {num_a_4[23:16], num_a_4[15:8], num_a_4[7:0], num_a[31:24]};
      num_b_4 <= {num_b_4[23:16], num_b_4[15:8], num_b_4[7:0], num_b[31:24]};
      c_in1 <= Cin;
      c_in2 <= c_out1_w;
      c_in3 <= c_out2_w;
      c_in4 <= c_out3_w;
    end
  end
  assign sum = sum4;
  assign Cout = c_out4_w;
endmodule
File: run.sh
#!/bin/bash
# OpenROAD 26Q1-2900-gdf79404cd8, Yosys 0.63+post, stock flow scripts
make -C /OpenROAD-flow-scripts/flow DESIGN_CONFIG=/design/flow/config.mk WORK_HOME=/design/flow/orfs finish
File: config.mk
export PLATFORM = sky130hd
export DESIGN_NAME = pipelined_adder_32bit
export DESIGN_NICKNAME = pipelined_adder_32bit
export VERILOG_FILES = /design/flow/design.v
export SDC_FILE = /design/flow/constraint.sdc
export NUM_CORES = 4
export LEC_CHECK = 1
export CORE_UTILIZATION = 40
File: constraint.sdc
current_design pipelined_adder_32bit

set clk_period 6.4
set clk_io_pct 0.2

create_clock -name clk0 -period $clk_period [get_ports {clk}]

set non_clock_inputs [all_inputs -no_clocks]
set_input_delay [expr $clk_period * $clk_io_pct] -clock clk0 $non_clock_inputs
set_output_delay [expr $clk_period * $clk_io_pct] -clock clk0 [all_outputs]
==> results_dict.tcl <==
# place-and-route summary
set metrics [dict create \
    postCtsHoldBufs 0 \
    p_leak_nw 3.989 \
    place.port_buffers 99 \
    vias 4543 \
    crit_type "flop to output port" \
    clk_path_buf_depth 3 \
    crit_required_ns 5.12 \
    synthesis.area_um2 7885 \
    dp.cells 1017 \
    root_buffer "clkbuf_16" \
    synth_stat.cells 685 \
    fp.dieW_um 142.4 \
    setup_ws_ns 2.087 \
    rr_startpoint "c_in3" \
    grt_pass1_vias 4116 \
    power_report.internal_total_mw 2.434 \
    row_count 50 \
    reg2reg_slack_ns 4.24 \
    crit_path_start_kind "flop" \
    dpl.hpwl_um 6826 \
    drv_cap 0 \
    grtUsageTotal_pct 11.41 \
    gp_congestion 0.8579 \
    via_per_inst 4.290 \
    status "complete, no violations" \
    holdPathStages 1 \
    core_area_um2 19020 \
    drt-total-wl_um 11110 \
    post-cts-setup-buffer-count 0 \
    fin_skew_ns 0.008086 \
    cts_resized 0 \
    layout_min_cycle_time_ns 4.313 \
    drt-wirelength-per-cell_um 10.49 \
    dieArea_um2 20280 \
    max_freq_mhz 231.9 \
    synthFlopType "dfxtp_1" \
    max-slew-margin-rel_pct 51.51 \
    drt_iter0_drc 161 \
    dp_slack_ns 2.602 \
    dieHeight_um 142.4 \
    path_clk_slew_ns 0.06 \
    synthCells 685 \
    antenna_cells 0 \
    drc 0 \
    worstPathMaxFanout 3 \
    ioPinCount 100 \
    crit_arrival_ns 3.03 \
    postRouteAntennaNets 0 \
    yosys_area_um2 7885 \
    hold_path_startpoint "num_b_4[10]" \
    grt_max_degree 119 \
    worst_pin_slew_ns 0.7274 \
    numSynthFlops 244 \
    cts_buffers 25 \
    async_reset_ff_share_pct 0 \
    reg2regPathDepth 6 \
    drive_above_1_share_pct 6.508 \
    ys_warn_count 1 \
    fp_util_pct 41.46 \
    switching_share_pct 20.09 \
    switchingPower_mw 0.6119 \
    critPathCaptureType "output port" \
    finalHoldViolCount 0 \
    ys_seq_share_pct 61.95 \
    yosysUniqueCellTypes 47 \
    hold_class "flop to flop" \
    rsz0062_at_grt "no" \
    first_pass_iters 4 \
    seq_power_share_pct 52.4 \
    power.combinational.fraction_pct 5.3 \
    edf_count 0 \
    clk_latency_ns 0.50 \
    finalSetupTns_ns 0 \
    period_used_pct 67.38 \
    cts_htree_levels 1 \
    setup_viol 0 \
    maxSlewViolCount 0 \
    warnings 27 \
    stdcell_count 1059 \
    p_clk_share_pct 42.2 \
    nFillCells 1630 \
    post_synth.cell_area_avg_um2 11.51 \
    grt-ovfl-total 0 \
    hold_end "num_b_4[18]" \
    cts.sinks 244 \
    antenna_found_initial 0 \
    cts_tree "built" \
    r2r-end "c_in4" \
    synthToLayoutAreaGrowth_pct 24.77 \
    utilization_pct 51.73 \
    grt_pass1_wl_um 18240 \
    hold_slack_ns 0.4300 \
    vdd_drop_max_uv 210.4 \
    powerDensity_nw_per_um2 309.6 \
]
## cells by family (layout without fill, tap and decap cells)
| group | count (synthesis) | count (layout) | synth area share [%] |
|---|---|---|---|
| adders and majority gates | 36 | 36 | 6.474 |
| xor gates and xnor gates | 6 | 6 | 0.6665 |
| and+or+nand+nor | 287 | 287 | 21.60 |
| AOI/OAI and AO/OA | 74 | 74 | 7.093 |
| buffers and inverters | 34 | 148 | 1.682 |
| muxes | 4 | 4 | 0.5395 |
| DFF | 244 | 244 | 61.95 |
## per-layer routing
metal	track usage, %	wire length [µm]	vias to the layer above
li1	-	-	2431
met1	16.23	5251	1981
met2	18.29	4978	102
met3	2.605	584	29
met4	2.660	293	0
met5	0	0	-
## worst max-delay path, cell delays in order (launching register included)
cell             delay, ns
dfxtp_1               0.31
fa_1                  0.49
fa_1                  0.46
a211oi_2              0.27
o21bai_1              0.16
a2111oi_2             0.37
a21oi_1               0.07
clkdlybuf4s50_1       0.41
## layout make-up
cell class / count / area [µm²] / area share, %
clock buffer: 32 / 651.9 / 6.626
sequential: 244 / 4885 / 49.65
clock inverter: 10 / 80.08 / 0.8139
multi-input combinational: 407 / 2868 / 29.15
timing repair buffer: 101 / 1010 / 10.26
tap: 260 / 325.3 / 3.307
inverter: 5 / 18.77 / 0.1908
## placed cells by master, fill, tap and decap left out, types with 6 or more instances in the layout
master,netlist,layout
fa_1,8,8
clkinv_2,0,7
clkbuf_16,0,25
a21o_1,8,8
o21ai_0,16,16
ha_1,28,28
clkdlybuf4s50_1,0,98
nor3_1,8,8
clkbuf_1,24,7
a211oi_1,8,8
dfxtp_1,244,244
a211oi_2,6,6
nor2b_1,219,219
nor2_1,35,35
## synth_stat cells (2+ instances only)
library cell  count  area share [%]
dfxtp_1         244              62
nor2b_1         219              17
nor2_1           35             1.7
ha_1             28             4.4
clkbuf_1         24             1.1
o21ai_0          16             1.0
a211oi_1          8            0.76
a21o_1            8            0.76
fa_1              8             2.0
nor3_1            8            0.51
a211oi_2          6            0.95
a21oi_1           5            0.32
a31oi_1           5            0.40
inv_1             5            0.24
xnor2_1           5            0.56
buf_2             4            0.25
nand2_1           4            0.19
nor3b_1           4            0.38
nand2b_1          3            0.24
o21a_1            3            0.29
o21ai_1           3            0.19
o311ai_1          3            0.33
a211o_1           2            0.22
a21boi_0          2            0.19
and3_1            2            0.16
mux2_2            2            0.29
mux2i_1           2            0.25
nand3_1           2            0.13
nand4b_1          2            0.22
nor4_1            2            0.16
nor4b_1           2            0.22
o21bai_2          2            0.29
o22ai_1           2            0.16
o31a_1            2            0.22
## power groups by stage
stage     Sequential (mW)  Clock [mW]  Combinational, mW
6_report             1.60        1.29              0.163
5_1_grt              1.60        1.40              0.183
4_1_cts              1.60        1.33              0.165
## registers in the layout, summed over array words and instances (netlist names), 8 cells and up
name and count:
num_a_1 8, num_a_2 16, sum4 32, num_b_4 32, num_b_1 8, num_b_2 16, sum3 24, num_a_3 24
sum2 16, sum1 8, num_b_3 24, num_a_4 32
## per-stage QoR
step | total power, mW | area [µm²]
global route | 3.183 | 9838
finish | 3.046 | 9838
global placement | 1.792 | 9106
detailed placement | 1.795 | 9106
floorplan | 1.727 | 7885
CTS | 3.097 | 9838
## how the worst max path moves through the flow
stage / start / cells past startpoint / slack (ns) / end
6_report: c_in4 / 7 / 2.09 / Cout
4_1_cts: c_in4 / 7 / 2.04 / Cout
5_1_grt: c_in4 / 7 / 1.90 / Cout
Power and IR drop assume default switching activity.
