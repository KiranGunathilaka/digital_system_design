==> ./design.v <==
`timescale 1ns/1ps
module pipeline_v2(
  input  logic        clk, reset,
  input  logic [31:0] num_a, num_b,
  input  logic        Cin,
  output logic [31:0] SUM,
  output logic        Cout
);
  logic [7:0] s0_sum;  logic c1;
  logic [7:0] a1, b1;
  logic [7:0] s1_sum;  logic c2;
  logic [7:0] a2, b2;
  logic [7:0] s2_sum;  logic c3;
  logic [7:0] a3, b3;
  logic [7:0] s3_sum;  logic c4;
  always_ff @(posedge clk) begin
    if (reset) begin
      s0_sum <= '0; c1 <= 0; a1 <= '0; b1 <= '0;
    end else begin
      {c1, s0_sum} <= num_a[7:0] + num_b[7:0] + Cin;
      a1 <= num_a[15:8];  b1 <= num_b[15:8];
    end
  end
  always_ff @(posedge clk) begin
    if (reset) begin
      s1_sum <= '0; c2 <= 0; a2 <= '0; b2 <= '0;
    end else begin
      {c2, s1_sum} <= a1 + b1 + c1;
      a2 <= num_a[23:16]; b2 <= num_b[23:16];
    end
  end
  always_ff @(posedge clk) begin
    if (reset) begin
      s2_sum <= '0; c3 <= 0; a3 <= '0; b3 <= '0;
    end else begin
      {c3, s2_sum} <= a2 + b2 + c2;
      a3 <= num_a[31:24]; b3 <= num_b[31:24];
    end
  end
  always_ff @(posedge clk) begin
    if (reset) begin
      s3_sum <= '0; c4 <= 0;
    end else begin
      {c4, s3_sum} <= a3 + b3 + c3;
    end
  end
  assign SUM  = {s3_sum, s2_sum, s1_sum, s0_sum};
  assign Cout = c4;
endmodule
==> ./run.sh <==
#!/bin/bash
# OpenROAD 26Q1-2900-gdf79404cd8, Yosys 0.63+post, stock flow scripts
make -C /OpenROAD-flow-scripts/flow DESIGN_CONFIG=/design/flow/config.mk WORK_HOME=/design/flow/orfs finish
==> ./config.mk <==
export PLATFORM = sky130hd
export DESIGN_NAME = pipeline_v2
export DESIGN_NICKNAME = pipeline_v2
export VERILOG_FILES = /design/flow/design.v
export SDC_FILE = /design/flow/constraint.sdc
export NUM_CORES = 4
export LEC_CHECK = 1
export CORE_UTILIZATION = 30
==> ./constraint.sdc <==
current_design pipeline_v2

set clk_period 4.4
set clk_io_pct 0.2

create_clock -name clk0 -period $clk_period [get_ports {clk}]

set non_clock_inputs [all_inputs -no_clocks]
set_input_delay [expr $clk_period * $clk_io_pct] -clock clk0 $non_clock_inputs
set_output_delay [expr $clk_period * $clk_io_pct] -clock clk0 [all_outputs]
==> Changelog: implementation <==
### Metrics

- CP Class: in -> reg
- Root buffer cell: clkbuf_16
- Commonest flop: dfxtp_1
- Hold Buf Count CTS: 0
- Cell Chain, Critical Path: clkdlybuf4s50_1, fa_1, fa_1, a211oi_1, o21ai_0, a211oi_1, nor3_1
- Worst-path clk slew: around 60 ps
- Seq share, synth: 0.475
- Synthesized cell area: between 3000 and 4000 sq um
- Share of cells above drive strength 1: 0.0510
- Gr usage total: 0.116
- Die area: between 10,000 and 15,000 sq um
- WL/cell: between 10 and 15 microns
- VDD IR-drop max: roughly 0.00016 V
- Slew Limit Fails: 0
- # Post-CTS Setup Buffers: 0
- Avg Inst Size Synth: between 10 and 15 sq um
- Synthesis warning total: 1
- Power per cell area: approximately 380 nW/um^2
- CP max FO: 3
- Reg2reg path depth: 6
- Worst-case clock buffer depth: 2
- Final Non-Filler Cells: 594
- Post-synth EDFFs: 0
- CTS tree: done
- Vias in the first global route: around 2.6k
- Req. time, crit path: ~4600 ps
- Pre-antenna DRT Iters: 4
- WL final: just under 7000 microns
- Global-route wire length before repair: 11,600 microns
- Worst path slowest cell: fa_1
- Top sig layer: met4
- Netlist cell types: 37
- Initial DRC count: around 68
- DP HPWL: ~5000 microns
- Floorplan utilization: 0.309
- Setup total negative slack: 0 ps
- Worst rel slew slack: 0.618
- Worst hold stages: 2
- Lkg Pwr: 1.99 nW
- Storage element area: 1680 sq um
- Fill count: 1,065
- Status: finished clean
- Fin crit share: 0.670
- Max incr delay on CP: about 500 ps
- RSZ-0062 raised after global routing: false
- Port Buffers: 99
- Placer congestion estimate: about 0.83
- Setup Skew: roughly 3.3 ps
- CP Capture Type: flip-flop
- # DRC: 0
- Post-synth regs: about 84
- Tool warnings: 25
- TritonCTS Buffers: 9
- Die width: between 100 and 150 microns
- Clock Sinks: between 80 and 90
- Metal3 WL: 318 microns
- Worst-margin pin slew: ~570 ps
- Mapped Cells: 345
- Detailed-route via count: ~2.7k
- Final setup viols: 0
- Core area: ~11,000 sq um
- I/O Pins: about 100
- Post-synth ARST share: 0
- M1 WL: between 3000 and 4000 microns
- MaxCap Viol Count: 0
- Hold Fails Final Rpt: 0
- Clk latency late pin: 330 ps
- Worst min-delay path category: reg -> reg
- Largest net degree at the start of global routing: 61
- Logic area: 1800 sq um
- Via/cell ratio: approximately 4.6
- Row count: 39
- Startpoint types: input pin
- Worst path arrival time: 3150 ps
- DP Cell Count: approximately 580
- YS chip area: ~3500 sq um
- Overflow after GRT: 0
- Yosys stat cell total: approximately 350
- Die Y: between 100 and 150 microns
- Layout area overhead: 40.4%
- DR WL met2: 2940 microns
- H-tree levels: 3
- Max Fclk: between 300 and 400 MHz
- Number of gates resized after CTS: 0
- ANT cells: 0
- Crit path time final: 2950 ps
- DRT antenna net count: 0
- Antenna violations before repair: 0
==> power breakdown <==
group | switching, mW | internal (mW) | total (mW)
clock network | 0.291 | 0.468 | 0.760
registers | 0.0172 | 0.817 | 0.834
logic | 0.110 | 0.182 | 0.293
==> stage by stage <==
step / setup slack, ps / area [sq um] / hold WS, ps / power (mW) / utilization
after floorplan: 1750 / 3540 / 577 / 0.995 / -
after global placement: 1160 / 4670 / 597 / 1.14 / 0.407
after detailed placement: 1130 / 4670 / 598 / 1.15 / 0.407
after CTS: 1470 / 4970 / 617 / 1.92 / 0.433
after global routing: 1210 / 4970 / 649 / 1.98 / 0.433
final: 1450 / 4970 / 613 / 1.89 / 0.433
==> final cells by class <==
class	instances	area share
Clock buffer	12	0.0516
Tap cell	143	0.0360
Timing Repair Buffer	100	0.200
Clock inverter	4	0.00957
Sequential cell	84	0.338
Inverter	2	0.00151
Multi-Input combinational cell	249	0.363
==> placed cells by master (no fill, tap or decap), types with 3 or more instances in the layout <==
cell,instances
clkdlybuf4s50_1,98
dfxtp_1,84
nor2b_1,57
nor2_1,35
ha_1,28
o21ai_0,26
a211oi_1,17
nor3_1,13
clkbuf_16,9
fa_1,8
o21a_1,7
a21o_1,7
a21oi_1,6
nor3b_1,5
a31oi_1,4
xnor2_1,4
a221oi_1,3
a211oi_2,3
or4_1,3
nand3_1,3
nand2b_1,3
nand2_1,3
nor4b_1,3
==> cells by family after synthesis <==
kind of cell,count (synthesis),synth area share
buffers and inverters,12,0.0152
adders and majority gates,36,0.144
DFF,84,0.475
AOI/OAI and AO/OA,80,0.152
muxes,1,0.00318
and+or+nand+nor,128,0.200
xor gates and xnor gates,4,0.00990
==> Yosys cell counts (6+ instances only) <==
cell	instances	share of area
fa_1	8	0.045
a211oi_1	17	0.036
o21a_1	7	0.015
dfxtp_1	84	0.48
nor2b_1	57	0.10
a21oi_1	6	0.0085
nor2_1	35	0.037
ha_1	28	0.099
clkbuf_1	6	0.0064
o21ai_0	26	0.037
a21o_1	7	0.015
nor3_1	13	0.018
==> registers in the layout, indices dropped and copies added, names as in the netlist, 8 cells and up <==
signal and count:
b1 8, s1_sum 8, s0_sum 8, s2_sum 8, a1 8, a3 8, a2 8, b2 8
b3 8, s3_sum 8
==> final timing paths <==
| path | slack (ps) | start | endpoint |
|---|---|---|---|
| worst max-delay path | 1450 | num_a[0] | c1$_SDFF_PP0_ |
| worst min-delay path | 610 | b3[0]$_SDFF_PP0_ | s3_sum[0]$_SDFF_PP0_ |
| worst max register to register | 2110 | c1$_SDFF_PP0_ | c2$_SDFF_PP0_ |
| worst min register to register | 610 | b3[0]$_SDFF_PP0_ | s3_sum[0]$_SDFF_PP0_ |
==> layer usage <==
| metal | GRT usage | vias up |
|---|---|---|
| li1 | - | 1423 |
| met1 | 0.172 | 1211 |
| met2 | 0.182 | 68 |
| met3 | 0.0229 | 12 |
| met4 | 0.0240 | 0 |
| met5 | 0 | - |
==> worst max-delay path, delay by kind of cell <==
family                   cells  cell delay (ps)
adder cells (fa/ha/maj)      2              960
AND-OR/OR-AND                3              810
buffers and inverters        1              430
AND/OR/NAND/NOR              1               80
Power figures rest on the tool's default switching activity, not on a simulated workload.
