## /design/flow/run.sh

```bash
#!/bin/bash
# OpenROAD 26Q1-2900-gdf79404cd8, Yosys 0.63+post, stock flow scripts
make -C /OpenROAD-flow-scripts/flow DESIGN_CONFIG=/design/flow/config.mk WORK_HOME=/design/flow/orfs finish
```

## /design/flow/config.mk

```make
export PLATFORM = sky130hd
export DESIGN_NAME = transceiver
export DESIGN_NICKNAME = transceiver
export VERILOG_FILES = /design/flow/design.v
export SDC_FILE = /design/flow/constraint.sdc
export NUM_CORES = 4
export LEC_CHECK = 1
export CORE_UTILIZATION = 40
```

## /design/flow/constraint.sdc

```tcl
current_design transceiver

set clk_period 11.6
set clk_io_pct 0.2

create_clock -name clk0 -period $clk_period [get_ports {clk}]

set non_clock_inputs [all_inputs -no_clocks]
set_input_delay [expr $clk_period * $clk_io_pct] -clock clk0 $non_clock_inputs
set_output_delay [expr $clk_period * $clk_io_pct] -clock clk0 [all_outputs]
```

## /design/flow/design.v

```verilog
module display_3digit_multiplexed (
  input  logic        clk,          
  input  logic [7:0]  num,          
  output logic [6:0]  seg,          
  output logic [2:0]  an            
);
  logic [3:0] digit_val;
  logic [1:0] digit_idx;
  logic [15:0] refresh_counter;
  logic [6:0] seg_raw;
  logic [3:0] hundreds, tens, units;
  always_comb begin
    hundreds = num / 100;
    tens     = (num % 100) / 10;
    units    = num % 10;
  end
  always_ff @(posedge clk) begin
    refresh_counter <= refresh_counter + 1;
    if (refresh_counter == 49999) begin
      refresh_counter <= 0;
      digit_idx <= digit_idx + 1;
    end
  end
  always_comb begin
    case (digit_idx)
      2'd0: begin
        digit_val = units;
        an = 3'b001;  
      end
      2'd1: begin
        digit_val = tens;
        an = 3'b010;  
      end
      2'd2: begin
        digit_val = hundreds;
        an = 3'b100;  
      end
      default: begin
        digit_val = 4'd0;
        an = 3'b000;  
      end
    endcase
  end
  seven_segment_decoder decoder (
    .num(digit_val),
    .seg(seg_raw)
  );
  assign seg = seg_raw;
endmodule
module seven_segment_decoder (
	input logic [3:0] num,		 
	output logic [6:0]seg	 	 
);
	always_comb begin
		case (num)
			4'd0		: seg = ~7'b0111111;  
			4'd1		: seg = ~7'b0000110;  
			4'd2		: seg = ~7'b1011011;  
			4'd3		: seg = ~7'b1001111;  
			4'd4		: seg = ~7'b1100110;  
			4'd5		: seg = ~7'b1101101;  
			4'd6		: seg = ~7'b1111101;  
			4'd7		: seg = ~7'b0000111;  
			4'd8		: seg = ~7'b1111111;  
			4'd9		: seg = ~7'b1101111;  
			default	: seg = ~7'b1000000;  
		endcase
	end
	endmodule
module transceiver #(
  parameter CLOCKS_PER_PULSE = 5208,
            BITS_PER_WORD    = 8
)(
  input  logic clk,
  input  logic rstn,
  output logic clk_test,
  input  logic [3:0] sw,          
  input  logic btn,              
  output logic [6:0] seg,        
  output logic [2:0] an,
  output logic tx,               
  input  logic rx                
);
  logic s_valid, s_ready;
  logic [7:0] s_data;
  logic m_valid;
  logic [7:0] m_data;
  logic [7:0] display_data;
  assign clk_test = clk;
  uart #(
    .CLOCKS_PER_PULSE(CLOCKS_PER_PULSE),
    .BITS_PER_WORD(BITS_PER_WORD)
  ) uart_inst (
    .clk(clk),
    .rstn(rstn),
    .s_valid(s_valid),
    .s_data(s_data),
    .s_ready(s_ready),
    .tx(tx),
    .rx(rx),
    .m_valid(m_valid),
    .m_data(m_data)
  );
  logic btn_prev;
  always_ff @(posedge clk or negedge rstn) begin
    if (!rstn) begin
      btn_prev <= 0;
      s_valid <= 0;
      s_data <= 0;
    end else begin
      btn_prev <= btn;
      if (btn && !btn_prev && s_ready) begin
        s_data <= {4'b0000, sw};
        s_valid <= 1;
      end else begin
        s_valid <= 0;
      end
    end
  end
  always_ff @(posedge clk or negedge rstn) begin
    if (!rstn)
      display_data <= 8'd0;
      else if (m_valid)
      display_data <= m_data;
  end
  display_3digit_multiplexed display_inst (
    .clk(clk),
    .num(m_data),
    .an(an),
    .seg(seg)
  );
endmodule
module uart #(
  parameter CLOCKS_PER_PULSE = 5208,   
            BITS_PER_WORD    = 8
)(
  input  logic clk,
  input  logic rstn,
  input  logic s_valid,      						 
  input  logic [BITS_PER_WORD-1:0] s_data,	 
  output logic s_ready,								 
  output logic tx,
  input  logic rx,
  output logic m_valid,								 
  output logic [BITS_PER_WORD-1:0] m_data		 
);
  uart_tx #(
    .CLOCKS_PER_PULSE(CLOCKS_PER_PULSE),
    .BITS_PER_WORD(BITS_PER_WORD)
  ) tx_inst (
    .clk(clk),
    .rstn(rstn),
    .s_valid(s_valid),
    .s_data(s_data),
    .tx(tx),
    .s_ready(s_ready)
  );
  uart_rx #(
    .CLOCKS_PER_PULSE(CLOCKS_PER_PULSE),
    .BITS_PER_WORD(BITS_PER_WORD)
  ) rx_inst (
    .clk(clk),
    .rstn(rstn),
    .rx(rx),
    .m_valid(m_valid),
    .m_data(m_data)
  );
endmodule 
module uart_rx #(
  parameter CLOCKS_PER_PULSE = 5208,  
            BITS_PER_WORD    = 8
)(
  input  logic clk,
  input  logic rstn,
  input  logic rx,
  output logic m_valid,
  output logic [BITS_PER_WORD-1:0] m_data
);
  localparam PACKET_SIZE = BITS_PER_WORD + 2;   
  typedef enum logic [1:0] {IDLE, START, DATA, STOP} state_t;
  state_t state;
  logic [$clog2(CLOCKS_PER_PULSE)-1:0] c_clocks;
  logic [$clog2(BITS_PER_WORD)-1:0]    c_bits;
  logic [BITS_PER_WORD-1:0]            shift_reg;
  always_ff @(posedge clk or negedge rstn) begin
    if (!rstn) begin
      state      <= IDLE;
      c_clocks   <= 0;
      c_bits     <= 0;
      shift_reg  <= 0;
      m_data     <= 0;
      m_valid    <= 0;
    end else begin
      m_valid <= 0;   
      case (state)
        IDLE: if (rx == 0) begin
          state    <= START;
          c_clocks <= 0;
        end
        START: if (c_clocks == CLOCKS_PER_PULSE / 2 - 1) begin
          c_clocks <= 0;
          c_bits   <= 0;
          state    <= DATA;
        end else begin
          c_clocks <= c_clocks + 1;
        end
        DATA: if (c_clocks == CLOCKS_PER_PULSE - 1) begin
          c_clocks <= 0;
          shift_reg <= {rx, shift_reg[BITS_PER_WORD-1:1]};   
          if (c_bits == BITS_PER_WORD - 1) begin
            state <= STOP;
          end else begin
            c_bits <= c_bits + 1;
          end
        end else begin
          c_clocks <= c_clocks + 1;
        end
        STOP: if (c_clocks == CLOCKS_PER_PULSE - 1) begin
          c_clocks <= 0;
          m_data   <= shift_reg;
          m_valid  <= 1;
          state    <= IDLE;
        end else begin
          c_clocks <= c_clocks + 1;
        end
      endcase
    end
  end
endmodule
module uart_tx #(
  parameter CLOCKS_PER_PULSE = 5208,                 
            BITS_PER_WORD    = 8,
            PACKET_SIZE      = BITS_PER_WORD + 5      
)(
  input  logic clk,
  input  logic rstn,
  input  logic s_valid,
  input  logic [BITS_PER_WORD-1:0] s_data,
  output logic tx,
  output logic s_ready
);
  localparam END_BITS = PACKET_SIZE - BITS_PER_WORD - 1;  
  typedef enum logic {IDLE, SEND} state_t;
  state_t state;
  logic [PACKET_SIZE-1:0] s_packet;
  logic [PACKET_SIZE-1:0] s_packet_reg;
  logic [$clog2(PACKET_SIZE)-1:0] c_bits;
  logic [$clog2(CLOCKS_PER_PULSE)-1:0] c_clocks;
  always_comb begin
    s_packet = { {END_BITS{1'b1}}, s_data, 1'b0 };  
  end
  assign tx = s_packet_reg[0];
  always_ff @(posedge clk or negedge rstn) begin
    if (!rstn) begin
      state         <= IDLE;
      s_packet_reg  <= '1;  
      c_bits        <= 0;
      c_clocks      <= 0;
    end else begin
      case (state)
        IDLE: begin
          if (s_valid) begin
            s_packet_reg <= s_packet;
            c_bits       <= 0;
            c_clocks     <= 0;
            state        <= SEND;
          end
        end
        SEND: begin
          if (c_clocks == CLOCKS_PER_PULSE - 1) begin
            c_clocks <= 0;
            if (c_bits == PACKET_SIZE - 1) begin
              state        <= IDLE;
              s_packet_reg <= '1;  
            end else begin
              c_bits       <= c_bits + 1;
              s_packet_reg <= s_packet_reg >> 1;  
            end
          end else begin
            c_clocks <= c_clocks + 1;
          end
        end
        default: state <= IDLE;
      endcase
    end
  end
  assign s_ready = (state == IDLE);
endmodule
```

==> run summary <==
Implementation numbers.

- Using the TritonRoute via totals, the vias-per-cell ratio works out to 5.403.
- The cell total in the yosys stat output is 1,046.
- The run finished, with violations left.
- Recorded from the global router log, the overflow total was 0.
- The die footprint reads 22,140 um2.
- The clock slew seen by the registers of the worst setup and hold paths reads 0.06 ns.
- The data arrival time at the worst-slack endpoint reads 13.53 ns.
- The peak supply drop reads 0.08667 mV.
- The kind of start point of the critical path reads a flop.
- Summed over all nets, the half-perimeter wirelength after detailed placement is 16,990 um.
- Summing the sequential cell areas from Yosys gives 25.81% of the chip area.
- During I/O placement, the number of pins put on the boundary was 20.
- The mapped netlist covers 8618 um2.
- The wire length of the first global-routing pass reads 39,790 um.
- The slowest stage of the critical path is the sky130_fd_sc_hd__or3b_4 cell.
- The path type of the worst min-delay path reads flop to flop.
- Internal power comes to 630.2 uW.
- The first detailed-routing pass took 5 iterations.
- The stage-log warning count reads 40.
- The final reports fail on negative setup slack.
- The most frequent cell on the critical path reads sky130_fd_sc_hd__buf_4.
- The capturing element type of the critical path is an output port.
- The gate count of the mapped netlist reads 1,046.
- The pin slew with the least headroom to its limit is 0.8310 ns.
- The number of distinct library cells after synthesis reads 121.
- After the flow finishes, the layout carries non-filler instances totaling 1,653.
- The proportion of synthesized flip-flops having asynchronous set or reset reads 80.22%.
- The clock tree from TritonCTS reads yes.
- The cts-stage hold buffer count is 0.
- The initial antenna violation count is 1.
- The relative slew slack is 44.60%.
- Along the worst path, the maximum fanout reaches 7.
- The mean area per synthesized cell is 8.239 um2.
- The count of placed standard cells including taps reads 1,569.
- The register bank with the most flops is display_inst.refresh_counter.
- The number of warning messages in the yosys log reads 5.
- The worst-case setup margin in the final layout reads -4.253 ns.
- The final max-slew violation count reads 0.
- Of the total power, the share spent switching nets is 24.14%.
- The worst path required time is 9.28 ns.
- The number of flip-flops in the largest register reads 16.
- The via count is 8,931.
- The detailed-route DRC error count is 0.
- The die width reads 148.8 um.
- The power density relative to cell area is 65.39 nW/um2.
- The synthesis stat section lists a flop and latch total of 91.
- The count of nets left with antenna violations after detail routing reads 0.
- The hold slack is 0.4648 ns.
- The die height reads 148.8 um.
- The pin count of the biggest net entering global routing is 40.
- The share of cells above drive strength 1 is 41.98%.
- After layout, the minimum clock period comes to 15.85 ns.
- The core region area reads 21,090 um2.
- The delay of the slowest cell on the worst path reads 0.43 ns.
- The final timing report lists clock skew as 0.009544 ns.
- The static leakage power reads 0.005770 uW.
- The class of the most critical setup path reads flop to output port.
- Setup repair after global routing could not meet its margin everywhere.
- Before placement the cells fill 40.87% of the core.
- The clock latency on the worst-skew pair is 0.46 ns.
- The final-report hold violation count reads 0.
- The overall routed net length reads 23,650 um.
- The synthesized design contains 2 enable-type register cells.
- The net load switching power reads 200.5 uW.
- The number of DRC markers after the initial detailed-route iteration is 376.
- Per the timing report, the achievable frequency comes out to 63.08 MHz.
- The final layout report lists a filler cell count of 1,760.
- The prevailing post-synth register cell is sky130_fd_sc_hd__dfrtp_1.
- For this run, the total global-route usage over all layers was measured as 22.02%.
- The portion of total power attributed to the clock network reads 43.7%.
- The post-synthesis chip area from yosys reads 8618 um2.
- The floorplan row count reads 53.
- The final routed wire length divided by cell count is 14.31 um.
- The relative area change from synthesis to final layout is 47.43%.
- The share of total power in sequential cells is 46.7%.
- Buffers placed on the I/O ports in this run total 19.
- The via count of the first global-routing pass came to 8,406.
- The combinational share of power is 9.6%.
- The final tally of setup violations reads 7.
- The routability congestion estimate is 0.9362.
- After layout, the worst path uses 136.7% of the clock period.
- The max-cap check violation count reads 0.
==> final cells by class <==
type	count	area, um2	share of cell area [%]
clock inverters	5	55.05	0.4333
diodes	1	2.502	0.01969
well taps	275	344.1	2.708
clock buffers	15	349.1	2.747
flip-flops and latches	91	2225	17.51
repair buffers	348	2663	20.96
multi-input cells	886	6944	54.65
inverters	32	123.9	0.9749
==> metrics by stage <==
step                instance area, um2  setup WS [ns]  utilization [%]  total power (uW)  setup TNS, ns
floorplan                         8869         -4.445                -             448.1         -30.42
global placement                 11190         -4.044            53.08             475.2         -27.80
detailed placement               11190         -4.332            53.08             478.1         -29.70
CTS                              12220         -4.099            57.94             840.6         -27.09
global route                     12700         -4.982            60.24             875.5         -33.89
finish                           12710         -4.253            60.25             830.8         -28.82
==> power groups by stage <==
| stage | Clock [uW] | Sequential [uW] | Combinational, uW |
|---|---|---|---|
| final | 363 | 388 | 79.9 |
| after CTS | 372 | 387 | 81.0 |
| after global routing | 388 | 394 | 94.0 |
==> placed cells by master (no fill, tap or decap), types with 14 or more instances in the layout <==
cell / count
sky130_fd_sc_hd__nor2_1: 87
sky130_fd_sc_hd__buf_4: 322
sky130_fd_sc_hd__ha_1: 37
sky130_fd_sc_hd__xnor2_1: 29
sky130_fd_sc_hd__dfstp_2: 14
sky130_fd_sc_hd__a21oi_1: 34
sky130_fd_sc_hd__nand3_1: 36
sky130_fd_sc_hd__dfxtp_1: 16
sky130_fd_sc_hd__nor3_1: 19
sky130_fd_sc_hd__mux2_2: 25
sky130_fd_sc_hd__nand2_1: 108
sky130_fd_sc_hd__dfrtp_1: 59
sky130_fd_sc_hd__inv_1: 28
sky130_fd_sc_hd__and3_1: 20
sky130_fd_sc_hd__o21ai_0: 89
sky130_fd_sc_hd__xor2_1: 20
sky130_fd_sc_hd__nand4_1: 14
==> per-layer routing <==
metal,track usage (%),vias to the layer above,part of all wire [%]
met4,2.143,0,0.79
met3,2.808,21,3.2
li1,-,4605,-
met2,33.22,127,44
met1,35.33,4178,52
met5,0,-,0
==> cells in the mapped netlist, types with 8 or more instances <==
| master | number | area share (%) |
|---|---|---|
| sky130_fd_sc_hd__dfxtp_1 | 16 | 3.7 |
| sky130_fd_sc_hd__xnor2_1 | 31 | 3.2 |
| sky130_fd_sc_hd__nor3_1 | 24 | 1.4 |
| sky130_fd_sc_hd__nand2_1 | 118 | 5.1 |
| sky130_fd_sc_hd__dfrtp_1 | 59 | 17 |
| sky130_fd_sc_hd__and3_1 | 21 | 1.5 |
| sky130_fd_sc_hd__nor2_1 | 94 | 4.1 |
| sky130_fd_sc_hd__mux2i_1 | 15 | 1.7 |
| sky130_fd_sc_hd__dfstp_2 | 14 | 4.3 |
| sky130_fd_sc_hd__xor2_1 | 21 | 2.1 |
| sky130_fd_sc_hd__inv_1 | 31 | 1.4 |
| sky130_fd_sc_hd__a31oi_1 | 14 | 1.0 |
| sky130_fd_sc_hd__a21oi_1 | 45 | 2.6 |
| sky130_fd_sc_hd__or3_1 | 17 | 1.2 |
| sky130_fd_sc_hd__o21ai_0 | 98 | 5.7 |
| sky130_fd_sc_hd__a21o_1 | 14 | 1.2 |
| sky130_fd_sc_hd__o21a_1 | 13 | 1.1 |
| sky130_fd_sc_hd__a211oi_1 | 11 | 0.96 |
| sky130_fd_sc_hd__buf_2 | 8 | 0.46 |
| sky130_fd_sc_hd__o31ai_1 | 13 | 1.1 |
| sky130_fd_sc_hd__o21ai_1 | 8 | 0.46 |
| sky130_fd_sc_hd__nand4_1 | 14 | 1.0 |
| sky130_fd_sc_hd__mux2_2 | 25 | 3.3 |
| sky130_fd_sc_hd__ha_1 | 47 | 6.8 |
| sky130_fd_sc_hd__clkbuf_1 | 23 | 1.0 |
| sky130_fd_sc_hd__nand3_1 | 37 | 2.1 |
| sky130_fd_sc_hd__nor4_1 | 8 | 0.58 |
| sky130_fd_sc_hd__and2_1 | 10 | 0.73 |
==> timing repair <==
action                                 4_1_cts  5_1_grt
resized                                     94       53
endpoints found under the hold margin        0        0
pin swaps                                   56       57
gates cloned                                 1        0
setup buffers                               38       26
setup endpoints to repair                    7        7
==> final timing paths <==
path | slack [ns] | cells after the start | end | startpoint
setup / recovery | -4.25 | 70 | seg[4] | display_inst.digit_idx[1]
hold / removal | 0.46 | 1 | display_inst.refresh_counter[0] | display_inst.refresh_counter[0]
setup reg to reg | 9.28 | 8 | uart_inst.rx_inst.c_clocks[10] | uart_inst.rx_inst.c_clocks[0]
hold reg to reg | 0.46 | 1 | display_inst.refresh_counter[0] | display_inst.refresh_counter[0]
max in group asynchronous | 8.92 | 2 | uart_inst.rx_inst.state[0] | rstn
min in group asynchronous | 1.80 | 1 | btn_prev | rstn
==> worst max-delay path, delay by kind of cell, from the launching register on <==
kind,cells,cell delay [ns]
fa+ha+maj,8,1.87
simple gates,19,3.53
buf+inv,14,1.97
mux,2,0.60
xor+xnor,1,0.17
compound gates,26,4.52
flops,1,0.42
==> cells by family after synthesis <==
| kind of cell | count (synthesis) | share of synthesized area (%) |
|---|---|---|
| DFF | 91 | 25.81 |
| and+or+nand+nor | 405 | 23.97 |
| muxes | 43 | 5.473 |
| xor gates and xnor gates | 52 | 5.285 |
| adders and majority gates | 47 | 6.823 |
| AOI/OAI and AO/OA | 338 | 29.17 |
| buffers and inverters | 69 | 3.426 |
| other | 1 | 0.04351 |
Power figures rest on the tool's default switching activity, not on a simulated workload.
